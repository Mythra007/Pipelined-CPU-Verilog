==> /design/flow/run.sh <==
#!/bin/bash
# OpenROAD 26Q1-2900-gdf79404cd8, Yosys 0.63+post, stock flow scripts
make -C /OpenROAD-flow-scripts/flow DESIGN_CONFIG=/design/flow/config.mk WORK_HOME=/design/flow/orfs finish
==> /design/flow/config.mk <==
export PLATFORM = sky130hd
export DESIGN_NAME = register_file
export DESIGN_NICKNAME = register_file
export VERILOG_FILES = /design/flow/design.v
export SDC_FILE = /design/flow/constraint.sdc
export NUM_CORES = 4
export LEC_CHECK = 1
export CORE_UTILIZATION = 40
==> /design/flow/constraint.sdc <==
current_design register_file

set clk_period 2.2
set clk_io_pct 0.2

create_clock -name clk0 -period $clk_period [get_ports {clk}]

set non_clock_inputs [all_inputs -no_clocks]
set_input_delay [expr $clk_period * $clk_io_pct] -clock clk0 $non_clock_inputs
set_output_delay [expr $clk_period * $clk_io_pct] -clock clk0 [all_outputs]
==> /design/flow/design.v <==
module register_file(
    input clk,
    input we,
    input [2:0] read_addr1,
    input [2:0] read_addr2,
    input [2:0] write_addr,
    input [7:0] write_data,
    output [7:0] read_data1,
    output [7:0] read_data2
);
    reg [7:0] registers [0:7];
    assign read_data1 = registers[read_addr1];
    assign read_data2 = registers[read_addr2];
    always @(posedge clk) begin
        if (we)
            registers[write_addr] <= write_data;
    end
endmodule
==> flow report <==
CRITICAL PATH
--------------------------------------------------------------------------------------
Crit path depth                                                                      4
CP Buf/Inv Count                                                                     2
Slowest stage cell, crit path                                             sky130_fd_sc_hd__mux4_2
Startpoint kind of the worst setup timing path                                    flop
Critical path capture point                                               read_data1[3]
Required time at the worst-slack endpoint                                      1.76 ns
Cells along the critical path                                             buf_6, mux4_2, mux2_4, buf_2
Source of the critical timing path                                        registers[3][3]$_DFFE_PP_
Data arrival time at the worst-slack endpoint                                  1.71 ns
CP top delay family                                                       multiplexers
Worst setup EP type                                                        output port
Max FO, Critical Path                                                                2
Crit Path Class                                                           flop to output port
CP max stage delay                                                             0.45 ns

DRT
--------------------------------------------------------------------------------------
Post-route antenna net violation count                                               0
Count of antenna diodes in the layout                                                0
DRT Pass-1 Iters                                                                     4
Routed wire length                                                             6490 µm
Drt first-iter violations                                                           80
Routed wirelength normalized by instance count                                 21.6 µm
Via count of the routed design                                                    1633
# DRC                                                                                0
Per-cell via count in the routed design                                           5.43

GRT
--------------------------------------------------------------------------------------
Grt peak-use layer                                                                met2
Vias in the first global route                                                    1887
Global Route met1 Usage                                                          21.4%
Gr usage total                                                                   18.8%
Pin count of the biggest net entering global routing                                12
Global routing met2 resource utilization                                         28.6%
Number of antenna violations at the first check in global routing                    0
Overflow left after global routing                                                   0
Met3 track utilization from global routing                                       15.0%
Wire length of the first global-routing pass                                  10100 µm

DIE
--------------------------------------------------------------------------------------
Floorplan utilization                                                            42.0%
Core area                                                                  0.00733 mm²
Floorplan die width                                                            89.7 µm
Total Die Area                                                             0.00805 mm²
Row count                                                                           31
Die Y-Extent                                                                   89.7 µm
I/O pin total                                                                       35

SYNTHESIS
--------------------------------------------------------------------------------------
Gate count after technology mapping                                                135
Most frequent cells after synthesis                                       64 x sky130_fd_sc_hd__edfxtp_1, 29 x sky130_fd_sc_hd__mux4_1, 16 x sky130_fd_sc_hd__mux2_2, 6 x sky130_fd_sc_hd__nor2_1
Cell type with the highest aggregate area in the netlist                  sky130_fd_sc_hd__edfxtp_1
Most frequently used flop master after synthesis                          sky130_fd_sc_hd__edfxtp_1
Chip area line of the yosys report                                         0.00308 mm²
Proportion of netlist area held by the largest area contributor                  62.4%
Main area contributors after synthesis                                    sky130_fd_sc_hd__edfxtp_1 62%, sky130_fd_sc_hd__mux4_1 25%, sky130_fd_sc_hd__mux2_2 5.9%, sky130_fd_sc_hd__mux4_2 2.2%, sky130_fd_sc_hd__buf_12 1.3%
Mean instance size in the synthesized netlist                                 22.8 µm²
Synthesized area                                                           0.00308 mm²
Most common cell in the netlist                                           sky130_fd_sc_hd__edfxtp_1
Distinct cells, synth                                                               13
Number of flops mapped to enable cells by yosys                                     64
Share of the yosys chip area belonging to registers                              62.4%
Number of cells in the yosys synthesis report                                      135
Number of warnings issued by yosys                                                   1
Share of synthesized registers carrying an async set or reset                       0%
Flop and latch count out of synthesis                                               64

FINAL LAYOUT
--------------------------------------------------------------------------------------
Final core utilization                                                           53.5%
Fin cells                                                                          301
Largest reg by FF count                                                      registers
Number of flip-flops in the largest register                                        64
Top Registers                                                             registers (64)
Fraction of final layout cells with drive strength greater than 1                47.5%
Area Overhead vs Synth                                                           27.5%

FLOW RUN
--------------------------------------------------------------------------------------
Number of warnings in the stage logs                                                27
Number of maximum-capacitance violations                                             0

PLACE
--------------------------------------------------------------------------------------
Total of buffers placed on input and output ports                                   34
Weighted congestion reported at the end of routability-driven placement          0.730
DPL Wire Length                                                                3840 µm
Total placed cells including tap cells                                             274

MIN PATH
--------------------------------------------------------------------------------------
Min-Delay Path Class                                                      input pin to flop

TIMING
--------------------------------------------------------------------------------------
Rel. slew slack                                                                  83.1%
Max Clock Freq                                                                 465 MHz
Min Hold Slack                                                                0.844 ns
Fin. max-slew vios                                                                   0
Endpoints failing hold                                                               0
RSZ-0062 raised after global routing                                              true
Actual transition at the worst max-transition pin                             0.252 ns
Summed negative setup slack over all endpoints                                    0 ns
Min Tclk post-route                                                            2.15 ns
Final number of setup-violating endpoints                                            0
Tcrit/Tclk final                                                                 97.7%

PWR
--------------------------------------------------------------------------------------
Reported leakage power                                                         1.40 nW
Sequential fraction of design power                                              54.5%
Power per unit of standard cell area                                        655 mW/mm²
Int Pwr                                                                        2.02 mW
Switching fraction of total power                                                21.5%
Sw power                                                                        552 µW
Combinational share of power                                                     13.8%
Part of the total power dissipated in the clock network                          31.7%
Total power consumption of the routed design                                   2.57 mW
Max IR drop VDD                                                             0.000295 V

CTS
--------------------------------------------------------------------------------------
CTS buffer count                                                                     9
H-tree levels                                                                        3
Clock tree root driver cell                                               sky130_fd_sc_hd__clkbuf_8
TritonCTS clock tree                                                               yes
Maximum root-to-sink buffer count                                                    2
Clk slew on worst S/H paths                                                    0.07 ns
TritonCTS sink count                                                                64
Hold buffer count at cts                                                             0

OUTCOME
--------------------------------------------------------------------------------------
Run status                                                                finished, final reports clean

-- per-layer routing --
layer,up-vias,wire length (µm)
li1,705,-
met1,799,2140
met2,118,3370
met3,11,911
met4,0,70
met5,-,0
-- area by class of cell --
type	instances	area (µm²)
timing repair buffer	61	698
clock inverter	6	36.3
sequential	64	1920
fill	572	3410
tap	99	124
clock buffer	10	128
multi-input combinational	61	1020
-- what timing repair did --
item,in CTS,in global routing
gates resized,88,19
pin swaps,0,0
setup buffers,6,5
cloned,2,0
endpoints found under the setup margin,16,14
-- power by group through the flow --
stage     logic [mW]  clock network [mW]  registers [mW]
6_report       0.355               0.814            1.40
5_1_grt        0.382               0.900            1.40
4_1_cts        0.348               0.833            1.40
-- layout by cell type, fill, tap and decap left out --
master | synthesis | final
sky130_fd_sc_hd__buf_12 | 2 | 8
sky130_fd_sc_hd__buf_16 | 0 | 2
sky130_fd_sc_hd__buf_2 | 2 | 2
sky130_fd_sc_hd__buf_4 | 0 | 12
sky130_fd_sc_hd__buf_6 | 2 | 7
sky130_fd_sc_hd__clkbuf_1 | 2 | 1
sky130_fd_sc_hd__clkbuf_2 | 0 | 1
sky130_fd_sc_hd__clkbuf_8 | 0 | 9
sky130_fd_sc_hd__clkdlybuf4s15_1 | 0 | 8
sky130_fd_sc_hd__clkdlybuf4s15_2 | 0 | 1
sky130_fd_sc_hd__clkdlybuf4s50_1 | 0 | 14
sky130_fd_sc_hd__clkinv_2 | 0 | 4
sky130_fd_sc_hd__clkinv_4 | 0 | 1
sky130_fd_sc_hd__clkinvlp_4 | 0 | 1
sky130_fd_sc_hd__dlygate4sd2_1 | 0 | 2
sky130_fd_sc_hd__dlymetal6s2s_1 | 0 | 4
sky130_fd_sc_hd__edfxtp_1 | 64 | 64
sky130_fd_sc_hd__mux2_2 | 16 | 1
sky130_fd_sc_hd__mux2_4 | 0 | 15
sky130_fd_sc_hd__mux4_2 | 3 | 32
sky130_fd_sc_hd__nand2_1 | 2 | 2
sky130_fd_sc_hd__nand2b_1 | 3 | 3
sky130_fd_sc_hd__nor2_1 | 6 | 6
sky130_fd_sc_hd__nor3_1 | 2 | 2
-- through the flow --
stage               worst slack, ns  area, µm²
floorplan                     0.308       3080
CTS                          -0.123       3860
global placement             -0.662       3620
finish                       0.0515       3920
global route                -0.0276       3920
detailed placement           -0.685       3620
-- logic make-up (layout without fill, tap and decap cells) --
kind of cell	after synthesis	after routing	synth area share (%)
DFF	64	64	62.4
muxes	48	48	32.8
and+or+nand+nor	13	13	1.91
buffers and inverters	10	77	2.85
-- how the worst min path moves through the flow --
stage / to / cells after the start / slack, ns / start
CTS: registers[0][0]$_DFFE_PP_ / 1 / 0.83 / write_data[0]
finish: registers[3][6]$_DFFE_PP_ / 1 / 0.84 / write_data[6]
global route: registers[3][0]$_DFFE_PP_ / 1 / 0.85 / write_data[0]
Power figures rest on the tool's default switching activity, not on a simulated workload.
