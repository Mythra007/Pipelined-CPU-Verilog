<file path="design/flow/run.sh">
#!/bin/bash
# OpenROAD 26Q1-2900-gdf79404cd8, Yosys 0.63+post, stock flow scripts
make -C /OpenROAD-flow-scripts/flow DESIGN_CONFIG=/design/flow/config.mk WORK_HOME=/design/flow/orfs finish
</file>
<file path="design/flow/config.mk">
export PLATFORM = sky130hd
export DESIGN_NAME = instruction_memory
export DESIGN_NICKNAME = instruction_memory
export VERILOG_FILES = /design/flow/design.v
export SDC_FILE = /design/flow/constraint.sdc
export NUM_CORES = 4
export LEC_CHECK = 1
export CORE_AREA = 10 10 70 70
export DIE_AREA = 0 0 80 80
</file>
<file path="design/flow/constraint.sdc">
current_design instruction_memory

set clk_period 1.3
set clk_io_pct 0.2

create_clock -name clk0 -period $clk_period

set non_clock_inputs [all_inputs -no_clocks]
set_input_delay [expr $clk_period * $clk_io_pct] -clock clk0 $non_clock_inputs
set_output_delay [expr $clk_period * $clk_io_pct] -clock clk0 [all_outputs]
</file>
<file path="design/flow/design.v">
module instruction_memory(
    input [7:0] address,
    output reg [7:0] instruction
);
    reg [7:0] memory[0:255];
    initial begin
        memory[0] = 8'b000000101;  
        memory[1] = 8'b000010011;  
        memory[2] = 8'b100010010;  
        memory[3] = 8'b110000110;  
        memory[4] = 8'b110001000;  
        memory[5] = 8'b110010000;  
        memory[6] = 8'b100000010;  
        memory[7] = 8'b010011000;  
        memory[8] = 8'b100001010;  
        memory[9] = 8'b010100000;  
        memory[10] = 8'b00000000;
    end
    always @(*) begin
        instruction = memory[address];
    end
endmodule
</file>
==> Changelog: implementation <==
### Implementation results

* Antenna cells at 0
* GR Overflow Total at 0
* Routability congestion estimate at 0.746
* Sw Share at about 39%
* I/O Pins at 16
* Critical Path Start: address[0]
* Area leader share at about a fifth
* Final non-filler cell area at 360 um^2
* Tool Warnings at 38
* Antenna Nets Post-Route at 0
* Hold Path Origin: address[3]
* Max Cap Viol at 0
* Cell area leaders: ha_1 (19%), mux2i_1 (15%), o31ai_2 (9.5%), nor3_1 (7.6%), and2_4 (6.7%)
* Peak supply drop at 0.0286 mV
* Synth Warn # at 7
* Cell Type Count at 14
* Synthesized area per cell at around 6.9 um^2
* Yosys stat cell total at 19
* Core ar. at roughly 3400 um^2
* Comb area leader: simple AND/OR/NAND/NOR gates
* Max Clk Rate at just under 800 MHz
* Status: finished clean
* Pint at 54.3 uW
* Data required, critical path at 1040 ps
* Die width at 80 um
* Synth-to-layout area growth at 174%
* Sequential-to-total area share from yosys stat at 0%
* Drt drc at 0
* Total GRT Usage at 1.69%
* DR pass1 iterations at 2
* Worst Setup Start Kind: input port
* Port bufs at 11
* Most frequent cells after synthesis: ha_1 (2), inv_1 (2), mux2i_1 (2), nor2_1 (2), nor3_1 (2)
* CTS Hold Bufs at 0
* DRT iter0 DRCs at 2
* Init Core Util at 3.85%
* Clock Power Share at 0%
* Post-DP HPWL at 478 um
* Pwr Density at 248 nW/um^2
* Largest net degree at the start of global routing at 6
* Hold WS at roughly 840 ps
* Yosys Chip Area at 131 um^2
* Comb power frac at 100.0%
* FP Rows at 21
* Seq. cell area at 0 um^2
* Mux cell area share at 15.2%
* Initial antenna violation count at 0
* Leading area contributor after synthesis: ha_1
* Yosys xor share at 0%
* Crit path max fanout at 3
* Placed instance area at 344 um^2
* Hold depth at 3
* Switch Pwr at 35.2 uW
* CP endpoint kind: output port
* Max Slew Vio Count at 0
* First-pass GRT wire length at slightly above 900 um
* Basic Gates by Area at 32.4%
* Vias at 185
* Final Hold Fails at 0
* Worst Path Arrival at 1020 ps
* Synthesized netlist cell count at 19
* Vias per Instance at 2.23
* Fillers at 398
* Final WL at 588 um
* Final Setup Violations at 0
* Share of layout cells above drive strength 1 at 64.9%
* Vias in the first global route at 204
* Die ar. at 6400 um^2
* Period utilization at just under 100%
* Post-Synthesis Cell Area at between 100 and 150 um^2
* AO/OA Area Share at 19.0%
* Setup CP Type: in2out
* Adder-Cell Fraction of Synth Area at 19.0%
* Flop count at 0
* Hold endpoint: instruction[1]
* Tmin final at 1280 ps
* CLK BUF at 0
* P_leak at around 0.00016 uW
* HP Class: in2out
* Unrepaired setup endpoints after global routing: false
* Die H at roughly 80 um
* WL/cell at 7.08 um
* Sequential power share at 0%
cells by family (layout without fill, tap and decap cells):
family                     after synthesis  in the layout
muxes                                    2              2
AOI/OAI and AO/OA                        3              3
and+or+nand+nor                          8              8
buffers and inverters                    3             21
other                                    1              1
adders and majority gates                2              2
cell usage in the layout, fill, tap and decap left out, types with 2 or more instances in the layout:
master   netlist  layout
buf_6          0       3
mux2i_1        2       2
buf_4          1       7
buf_2          0       5
ha_4           0       2
nor2_1         2       2
per-stage QoR:
step	instances	setup WS, ps	util, %	TNS (ps)	power [uW]
2_1_floorplan	19	315	-	0	23.5
3_3_place_gp	82	-786	10.1	-4940	90.0
5_1_grt	83	4.14	10.5	0	101
3_5_place_dp	82	-813	10.1	-5000	90.2
6_report	83	23.5	10.5	0	89.4
4_1_cts	82	-96.9	9.85	-96.9	83.3
critical path, stage by stage:
cell and delay (ps):
buf_6 100, buf_6 120, ha_4 140, and2_4 150
o21bai_1 140, buf_2 110
how the worst max path moves through the flow:
stage                 depth (start not counted)              to
after CTS                                     6  instruction[5]
final                                         6  instruction[7]
after global routing                          6  instruction[7]
final cells by class:
class	count	area, um^2	area share [%]
inverter	2	10.0	2.78
timing repair buffer	19	146	40.6
multi-input combinational	16	146	40.6
tap	46	57.6	16.0
power groups by stage:
| stage | clock (uW) | combinational [uW] | sequential [uW] |
|---|---|---|---|
| after global routing | 0 | 101 | 0 |
| final | 0 | 89.4 | 0 |
| after CTS | 0 | 83.3 | 0 |
per-layer routing:
layer / track usage [%] / share of wire (%) / vias to the layer above / wire length [um]
li1: - / - / 97 / -
met3: 0.455 / 9.5 / 0 / 56
met4: 0 / 0 / 0 / 0
met1: 2.31 / 48 / 79 / 282
met2: 2.73 / 42 / 9 / 249
met5: 0 / 0 / - / 0
timing repair:
item                       in CTS  in global routing
pin swaps                       1                  2
setup buffers                   0                  1
cloned                          0                  0
gates resized                  37                  8
setup endpoints to repair       7                  4
No activity file was given, so power comes from the tool's default toggle rates.
