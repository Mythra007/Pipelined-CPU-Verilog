File: flow/design.v
module data_memory(
    input clk,
    input [7:0] address,
    input [7:0] write_data,
    input mem_write,
    input mem_read,
    output reg [7:0] read_data
);
    reg [7:0] memory [0:255];  
    always @(posedge clk) begin
        if (mem_write)
            memory[address] <= write_data;
    end
    always @(*) begin
        if (mem_read)
            read_data = memory[address];
        else
            read_data = 8'b0;
    end
endmodule
File: flow/run.sh
#!/bin/bash
# OpenROAD 26Q1-2900-gdf79404cd8, Yosys 0.63+post, stock flow scripts
make -C /OpenROAD-flow-scripts/flow DESIGN_CONFIG=/design/flow/config.mk WORK_HOME=/design/flow/orfs finish
File: flow/config.mk
export PLATFORM = sky130hd
export DESIGN_NAME = data_memory
export DESIGN_NICKNAME = data_memory
export VERILOG_FILES = /design/flow/design.v
export SDC_FILE = /design/flow/constraint.sdc
export NUM_CORES = 4
export LEC_CHECK = 1
export CORE_UTILIZATION = 30
File: flow/constraint.sdc
current_design data_memory

set clk_period 10.5
set clk_io_pct 0.2

create_clock -name clk0 -period $clk_period [get_ports {clk}]

set non_clock_inputs [all_inputs -no_clocks]
set_input_delay [expr $clk_period * $clk_io_pct] -clock clk0 $non_clock_inputs
set_output_delay [expr $clk_period * $clk_io_pct] -clock clk0 [all_outputs]
==> flow_metrics.env <==
# flow metrics
export IMPL_status="finished, final reports clean"
export IMPL_top_regs="memory (2048)"
export IMPL_regMostFlops="memory"
export IMPL_drt_iter0_drc=2630
export IMPL_gr_total_overflow=0
export IMPL_synth_cell_types=58
export IMPL_cpLargestDelayFamily="AND-OR/OR-AND gates"
export IMPL_critPathBufInv=4
export IMPL_clk_pin_slew_ps=60
export IMPL_slew_violations=0
export IMPL_cts_buffer_depth=3
export IMPL_worstPathRequired_ps=8400
export IMPL_path_cells="buf_8, buf_4, nand4bb_1, buf_4, o22ai_1, a2111oi_0, nand4_1, o22ai_1, a221o_1, a211oi_1, clkdlybuf4s50_1"
export IMPL_ys_cells=3962
export IMPL_leakage_nw=28.23
export IMPL_setup_viol=0
export IMPL_synth_main_ff_cell="edfxtp_1"
export IMPL_drive_above_1_share_pct=19.29
export IMPL_mi_logic_area_sq_mm=0.01706
export IMPL_io_pins=27
export IMPL_antenna_found_initial=3
export IMPL_vdd_ir_drop_max_mv=0.1727
export IMPL_hold_viol=0
export IMPL_cts_resized=0
export IMPL_worst_slew_pin_slew_ps=1300
export IMPL_grt_usage_pct=15.58
export IMPL_timing_fmax_mhz=115.1
export IMPL_cts_hold_buffers=0
export IMPL_routed_via_density=4.983
export IMPL_maxCapViolCount=0
export IMPL_crit_cells=11
export IMPL_fp_util_pct=30.19
export IMPL_core_area_sq_mm=0.2653
export IMPL_synth_area_sq_mm=0.08011
export IMPL_fp_dieH_um=518.8
export IMPL_slew_limit_headroom_pct=11.08
export IMPL_synth_flops=2048
export IMPL_grt_pass1_vias=41960
export IMPL_finalCritPeriodShare_pct=82.74
export IMPL_grt_pass1_wl_um=286600
export IMPL_power_density_mw_per_mm2=184.8
export IMPL_worst_setup_path_type="in2out"
export IMPL_crit_fanout=33
export IMPL_postCtsSetupBuffers=0
export IMPL_syn_avg_cell_area_sq_um=20.22
export IMPL_warnings=32
export IMPL_dpl_hpwl_um=120000
export IMPL_ant_nets=0
export IMPL_num_rows=189
export IMPL_netlist_instances=3962
export IMPL_cp_end_kind="output port"
export IMPL_dr_pass1_iters=23
export IMPL_edf_count=2048
export IMPL_yosys_warnings=1
export IMPL_wl_um=195700
export IMPL_ys_chip_area_sq_mm=0.08011
export IMPL_fp_dieW_um=518.8
export IMPL_critPathArrivalTime_ps=6590
export IMPL_async_flop_share_pct=0
export IMPL_die_area_sq_mm=0.2691
export IMPL_utilization_pct=34.34
export IMPL_grt_max_degree=119
export IMPL_cts_tree="done"
export IMPL_numCtsBuffers=200
export IMPL_synthToLayoutAreaGrowth_pct=13.74
export IMPL_min_path_type="in2reg"
export IMPL_finalSetupTns_ps=0
export IMPL_slowest_delay_ps=1100
export IMPL_cts_sinks=2048
export IMPL_port_buffers=26
export IMPL_fill_cells=24410
export IMPL_startpoint_type="input pin"
export IMPL_vias=38880
export IMPL_gp_congestion=0.8957
export IMPL_largest_register_ffs=2048
export IMPL_routedWlPerCell_um=25.08
export IMPL_crit_path_top_delay_cell="a2111oi_0"
export IMPL_flop_area_sq_mm=0.06150
export IMPL_ys_seq_share_pct=76.77
export IMPL_cts_root_buf="clkbuf_16"
export IMPL_grt_setup_unrepaired="false"
export IMPL_holdPathStages=1
export IMPL_htreeDepth=4
export IMPL_route_detailed_drc=0
export IMPL_period_minus_slack_ps=8688
## final timing paths
| kind | to | start | slack [ps] |
|---|---|---|---|
| max | read_data[4] | address[0] | 1810 |
| min | memory[242][4] | write_data[4] | 1650 |
## logic make-up (layout without fill, tap and decap cells)
group                  Yosys count  in the layout  share of synthesized area (%)
AND-OR/OR-AND                  401            401                          3.606
other                            0              4                              0
multiplexers                   715            715                          14.56
flip-flops                    2048           2048                          76.77
buffers and inverters          259            563                          2.010
AND/OR/NAND/NOR                539            539                          3.061
## power by group
group	leakage, nW	internal (W)	switching [W]	total (W)
clock network	3.11	0.00393	0.00306	0.00700
logic	6.72	0.000275	0.000548	0.000823
registers	18.4	0.00901	0.00000359	0.00902
## synth_stat cells, types with 3 or more instances
cell / n / share of area, %
buf_1: 13 / 0.061
clkbuf_1: 80 / 0.37
and3_1: 14 / 0.11
a211oi_1: 12 / 0.11
mux2i_1: 355 / 4.4
o2111ai_1: 7 / 0.077
o21ai_1: 4 / 0.025
a221oi_1: 24 / 0.26
a221o_1: 7 / 0.087
nor3_1: 56 / 0.35
o211ai_1: 7 / 0.066
a221oi_2: 3 / 0.056
mux4_2: 360 / 10
a211oi_2: 4 / 0.062
a22o_1: 27 / 0.30
a31oi_1: 7 / 0.055
a21oi_1: 38 / 0.24
o22ai_1: 92 / 0.72
buf_4: 49 / 0.46
buf_8: 4 / 0.075
nand2b_1: 5 / 0.039
nor4_1: 8 / 0.062
buf_6: 41 / 0.58
nor2b_1: 12 / 0.094
o41ai_1: 7 / 0.077
buf_2: 68 / 0.42
nor4b_1: 5 / 0.055
nand2_1: 52 / 0.24
and2_1: 8 / 0.062
edfxtp_1: 2048 / 77
nand3_1: 60 / 0.37
o21ai_0: 21 / 0.13
a2111oi_0: 8 / 0.087
nand4b_1: 3 / 0.033
or2_2: 3 / 0.023
a22oi_1: 126 / 1.2
nor2_1: 282 / 1.3
nand4_1: 17 / 0.13
## routing by layer
metal	GRT usage (%)	vias up	part of all wire [%]
met1	18.31	19860	35
li1	-	16740	-
met2	23.62	1974	47
met5	0.6579	-	0.11
met3	10.72	301	15
met4	3.815	4	3.0
## stage by stage
| step | instances | instance area (sq um) | setup slack (ps) | power [W] | hold slack [ps] |
|---|---|---|---|---|---|
| after floorplan | 3962 | 80110 | 4545 | 0.009643 | 2199 |
| after global placement | 7428 | 84650 | 1744 | 0.01001 | 2525 |
| after detailed placement | 7428 | 84650 | 1754 | 0.01002 | 2538 |
| after CTS | 7799 | 91110 | 1722 | 0.01699 | 1609 |
| after global routing | 7799 | 91110 | 1652 | 0.01732 | 1630 |
| final | 7803 | 91120 | 1812 | 0.01684 | 1651 |
## final cells by class
class	instances	share of cell area [%]
well taps	3533	4.851
inverters	3	0.01236
repair buffers	189	1.818
clock inverters	117	1.377
multi-input cells	1655	18.72
clock buffers	254	5.715
flip-flops and latches	2048	67.49
diodes	4	0.01099
## placed cells by master, fill, tap and decap left out, types with 5 or more instances in the layout
cell	Yosys	routed
clkbuf_16	0	200
clkinv_2	0	24
nand2b_1	5	5
nand2_1	52	52
o2111ai_1	7	7
a22oi_1	126	126
buf_12	1	11
and2_1	8	6
and3_1	14	14
nor2b_1	12	8
o22ai_1	92	92
a221oi_1	24	24
a31oi_1	7	7
nor3_1	56	56
buf_4	49	152
a221o_1	7	7
buf_8	4	9
o41ai_1	7	7
a21oi_1	38	38
nor4_1	8	8
nand4_1	17	17
a22o_1	27	27
nor4b_1	5	5
bufinv_16	0	16
clkinv_1	0	55
clkinv_16	0	10
clkdlybuf4s50_1	0	12
a211oi_1	12	12
o21ai_0	21	21
clkbuf_1	80	54
mux4_2	360	360
mux2i_1	355	355
nor2_1	282	280
a2111oi_0	8	8
o211ai_1	7	7
nand3_1	60	59
edfxtp_1	2048	2048
Power figures rest on the tool's default switching activity, not on a simulated workload.
